## flow/run.sh

```bash
#!/bin/bash
# OpenROAD 26Q1-2900-gdf79404cd8, Yosys 0.63+post, stock flow scripts
make -C /OpenROAD-flow-scripts/flow DESIGN_CONFIG=/design/flow/config.mk WORK_HOME=/design/flow/orfs finish
```

## flow/config.mk

```make
export PLATFORM = sky130hd
export DESIGN_NAME = ex
export DESIGN_NICKNAME = ex
export VERILOG_FILES = /design/flow/design.v
export SDC_FILE = /design/flow/constraint.sdc
export NUM_CORES = 4
export LEC_CHECK = 1
export CORE_UTILIZATION = 50
```

## flow/constraint.sdc

```tcl
current_design ex

set clk_period 36.1
set clk_io_pct 0.2

create_clock -name clk0 -period $clk_period

set non_clock_inputs [all_inputs -no_clocks]
set_input_delay [expr $clk_period * $clk_io_pct] -clock clk0 $non_clock_inputs
set_output_delay [expr $clk_period * $clk_io_pct] -clock clk0 [all_outputs]
```

## flow/design.v

```verilog
module ex(
	input wire					rst,
	input [4:0]			op_i,
	input [2:0]			fun3_i,
	input [0:0]			fun7_i,
	input [31:0]				reg1_i,
	input [31:0]				reg2_i,
	input [4:0]			wd_i,
	input 						wreg_i,
	input [31:0]				base_i,
	input [31:0]				offset_i,
	output reg[31:0]			wdata_o,
	output reg[4:0]		wd_o,
	output reg					wreg_o,
	output reg [1:0]		me_op_o,
	output reg [31:0]	me_addr_o,
	output reg [31:0]		me_data_o,
	output reg [1:0]     me_sel_o,
	output reg 					me_extend_o,
	output reg					branch_taken_o,
	output reg[31:0]	branch_addr_o
);
	reg[31:0] reg_im;
	always @ (*) begin
		if(rst == 1'b1) begin
			reg_im <= 32'h00000000;
		end else if (op_i == 5'b00100) begin
			case (fun3_i)
				3'b000:		reg_im <= reg1_i + reg2_i;
				3'b010:		reg_im <= $signed(reg1_i) < $signed(reg2_i) ? 1 : 0;
				3'b011:	reg_im <= reg1_i < reg2_i ? 1 : 0;
				3'b100:		reg_im <= reg1_i ^ reg2_i;
				3'b110:		reg_im <= reg1_i | reg2_i;
				3'b111:		reg_im <= reg1_i & reg2_i;
				3'b001:		reg_im <= reg1_i << reg2_i;
				3'b101: begin
					case (fun7_i)
						1'b0:		reg_im <= reg1_i >> reg2_i;
						1'b1:		reg_im <= $signed(reg1_i) >>> reg2_i;
						default: 		reg_im <= 32'h00000000;
					endcase
				end
				default: 		reg_im <= 32'h00000000;
			endcase
		end
	end
	reg[31:0] reg_reg;
	always @(*) begin
		if (rst == 1'b1) begin
			reg_reg <= 32'h00000000;
		end else if (op_i == 5'b01100) begin
			case (fun3_i)
				3'b000: begin
					case (fun7_i)
						1'b0: reg_reg <= reg1_i + reg2_i;
						1'b1: reg_reg <= reg1_i - reg2_i;
						default: reg_reg <= 32'h00000000;
					endcase
				end
				3'b001:		reg_reg <= reg1_i << reg2_i;
				3'b010:		reg_reg <= $signed(reg1_i) < $signed(reg2_i) ? 1 : 0;
				3'b011:		reg_reg <= reg1_i < reg2_i ? 1 : 0;
				3'b100:		reg_reg <= reg1_i ^ reg2_i;
				3'b110:		reg_reg <= reg1_i | reg2_i;
				3'b111:		reg_reg <= reg1_i & reg2_i;
				3'b101: begin
					case (fun7_i)
						1'b0:		reg_reg <= reg1_i >> reg2_i;
						1'b1:		reg_reg <= $signed(reg1_i) >>> reg2_i;
						default: 		reg_reg <= 32'h00000000;
					endcase
				end
			endcase
		end
	end
	always @(*) begin
		if(rst == 1'b1) begin
			wdata_o        <= 32'h00000000;
			wd_o		   <= 5'b00000;
			wreg_o		   <= 1'b0;
			branch_taken_o <= 1'b0;
			branch_addr_o  <= 32'h00000000;
			me_op_o		   <= 2'b00;
			me_addr_o	   <= 17'b0;
			me_data_o	   <= 32'h00000000;
			me_sel_o	   <= 2'b00;
			me_extend_o	   <= 1'b1;
		end else begin
			wd_o <= wd_i;
			wreg_o <= wreg_i;
			case (op_i)
				5'b00100:	begin
					wdata_o        <= reg_im;
					branch_taken_o <= 1'b0;
					branch_addr_o  <= 32'h00000000;
					me_op_o		   <= 2'b00;
					me_addr_o	   <= 17'b0;
					me_data_o	   <= 32'h00000000;
					me_sel_o	   <= 2'b00;
					me_extend_o	   <= 1'b1;
				end	
				5'b01100: begin
					wdata_o        <= reg_reg;
					branch_taken_o <= 1'b0;
					branch_addr_o  <= 32'h00000000;
					me_op_o		   <= 2'b00;
					me_addr_o	   <= 17'b0;
					me_data_o	   <= 32'h00000000;
					me_sel_o	   <= 2'b00;
					me_extend_o	   <= 1'b1;
				end
				5'b01101: begin
					wdata_o        <= reg1_i;
					branch_taken_o <= 1'b0;
					branch_addr_o  <= 32'h00000000;
					me_op_o		   <= 2'b00;
					me_addr_o	   <= 17'b0;
					me_data_o	   <= 32'h00000000;
					me_sel_o	   <= 2'b00;
					me_extend_o	   <= 1'b1;
				end	
				5'b00101: begin
					wdata_o        <= reg1_i + reg2_i;
					branch_taken_o <= 1'b0;
					branch_addr_o  <= 32'h00000000;
					me_op_o		   <= 2'b00;
					me_addr_o	   <= 17'b0;
					me_data_o	   <= 32'h00000000;
					me_sel_o	   <= 2'b00;
					me_extend_o	   <= 1'b1;
				end
				5'b11011: begin
					wdata_o        <= reg1_i + reg2_i;
					branch_taken_o <= 1'b1;
					branch_addr_o  <= base_i + offset_i;
					me_op_o		   <= 2'b00;
					me_addr_o	   <= 17'b0;
					me_data_o	   <= 32'h00000000;
					me_sel_o	   <= 2'b00;
					me_extend_o	   <= 1'b1;
				end
				5'b11001: begin
					wdata_o        <= reg1_i + reg2_i;
					branch_taken_o <= 1'b1;
					branch_addr_o  <= base_i + offset_i;
					me_op_o		   <= 2'b00;
					me_addr_o	   <= 17'b0;
					me_data_o	   <= 32'h00000000;
					me_sel_o	   <= 2'b00;
					me_extend_o	   <= 1'b1;
				end
				5'b11000: begin
					wdata_o        <= 32'h00000000;
					branch_addr_o  <= base_i + offset_i;
					me_op_o		   <= 2'b00;
					me_addr_o	   <= 17'b0;
					me_data_o	   <= 32'h00000000;
					me_sel_o	   <= 2'b00;
					me_extend_o	   <= 1'b1;
					case (fun3_i)
						3'b000:	branch_taken_o <= reg1_i == reg2_i ? 1'b1 : 1'b0;
						3'b001:	branch_taken_o <= reg1_i != reg2_i ? 1'b1 : 1'b0;
						3'b100:	branch_taken_o <= $signed(reg1_i) < $signed(reg2_i) ? 1'b1 : 1'b0;
						3'b101:	branch_taken_o <= $signed(reg1_i) >= $signed(reg2_i) ? 1'b1 : 1'b0;
						3'b110:	branch_taken_o <= reg1_i < reg2_i ? 1'b1 : 1'b0;
						3'b111:	branch_taken_o <= reg1_i >= reg2_i ? 1'b1 : 1'b0;
						default:	branch_taken_o <= 1'b0;
					endcase
				end
				5'b00000: begin
					wdata_o		   <= 32'h00000000;
					branch_taken_o <= 1'b0;
					branch_addr_o  <= 32'h00000000;
					me_op_o		   <= 2'b11;
					me_addr_o	   <= base_i + offset_i;
					me_data_o	   <= 32'h00000000;
					me_extend_o	   <= fun3_i[2] ? 1'b0 : 1'b1;
					if(fun3_i[1]) 		me_sel_o   <= 2'b11;
					else if(fun3_i[0])  me_sel_o   <= 2'b10;
					else 				me_sel_o   <= 2'b01;
				end
				5'b01000: begin
					wdata_o		   <= 32'h00000000;
					branch_taken_o <= 1'b0;
					branch_addr_o  <= 32'h00000000;
					me_op_o		   <= 2'b10;
					me_addr_o	   <= base_i + offset_i;
					me_data_o	   <= reg2_i;
					me_extend_o	   <= 1'b1;
					if(fun3_i[1]) 		me_sel_o   <= 2'b11;
					else if(fun3_i[0])  me_sel_o   <= 2'b10;
					else 				me_sel_o   <= 2'b01;
				end
				default: begin
					wdata_o        <= 32'h00000000;
					branch_taken_o <= 1'b0;
					branch_addr_o  <= 32'h00000000;
					me_op_o		   <= 2'b00;
					me_addr_o	   <= 17'b0;
					me_data_o	   <= 32'h00000000;
					me_sel_o	   <= 2'b00;
					me_extend_o	   <= 1'b1;
				end
			endcase
		end
	end
endmodule
```

==> CHANGELOG.md <==
## Implementation

* Status: complete, no violations
* Final setup TNS at 0 ns
* Core ar. at 28900 um2
* Cell Count, Final, Fillers Out at 2676
* GRT busiest layer: met2
* Total global-route track usage at 0.474
* Layout Area Growth over Synthesis at 19.7%
* Initial antenna violation count at 1
* CP Data Required Time at 28.88 ns
* Crit path max-delay family: buffers and inverters
* Worst Setup SP: reg2_i[5]
* Final hold violation count at 0
* Yosys cell types at 95
* CP Buf/Inv Count at 4
* Tool warnings at 97
* Max IR drop VDD at 0.0000118 V
* Final WL at 72.2 mm
* Synth area leader: ha_1
* Final ANT Viol Nets at 0
* Initial Util at 0.512
* I/O Buffers at 284
* Synth top area cells: ha_1 11%, mux4_2 8.4%, nor2_1 7.1%
* Syn Inst Count at 2132
* Post-route DRC at 0
* HPWL Detailed at 55.2 mm
* Syn Area/Cell at 6.93 um2
* Yosys warns at 1
* Worst Hold Class: in2out
* Vias in the first global route at 17100
* # Cells Yosys at 2132
* CP peak stage delay at 0.89 ns
* Post-synthesis sequential element count at 64
* Max cap viols at 0
* Worst path cell trace: clkdlybuf4s50_1 -> inv_1 -> ha_1 -> inv_1 -> nand3_1 -> a21oi_2 -> o311ai_2 -> a31oi_1 -> a221oi_1 -> nand2b_1 -> a21oi_1 -> a211oi_1 -> clkdlybuf4s50_1
* Least-Margin Pin Slew at 1.11 ns
* Via/cell ratio at 6.98
* Worst setup SP type: primary input
* Most frequent cells in the layout: 277 x clkdlybuf4s50_1, 276 x nor2_1, 199 x a21oi_1
* Max-slew headroom at 0.252
* Worst endpoint data arrival time at 12.02 ns
* Post-cts sizing count at 0
* Fmax at 0.0520 GHz
* Setup violators final at 0
* Congestion Overflow GR at 0
* Most common reg cell: dlxtn_1
* Syn Std Cell Area at 14800 um2
* Setup CP Type: in2out
* Routability congestion estimate at 1.10
* Hold_sp: wd_i[1]
* DRT iter0 DRCs at 2215
* Most instantiated logic cell after routing: clkdlybuf4s50_1
* Largest net degree at the start of global routing at 74
* Count of unclocked register or latch pins at 64
* Slowest CP cell: clkdlybuf4s50_1
* Static Leak at 6.88 nW
* DR vias at 18700
* Diode count at 0
* Die X-Extent at 174 um
* Setup Fix Bufs, Post-CTS at 0
* Crit-path max FO at 15
* Drt wl/cell at 27.0 um
* Ys async rst share at 0
* Slew Viols, Final at 0
* Post-layout minimum cycle time at 19.24 ns
* EDFF count, synth at 0
* Cycle use final at 0.533
* Element type at the critical path end: primary output
* Post-layout util at 0.613
* Global-route met3 utilization at 0.183
* RSZ-0062 raised after global routing: no
* Synthesis area per yosys at 14800 um2
* Number of top-level pins at 284
* Post-CTS Hold Fix Bufs at 0
* Hold Path End: wd_o[1]
* Chip area at 30300 um2
* Number of unconstrained endpoints at 64
* Num rows at 62
* Chip height at 174 um
* Met1 GRT Util at 0.655
* Largest type area fraction at 0.108
* Layout cells sized above 1 at 0.0899
* Pwr per Cell Area at 13.7 nW/um2
* M2 GR Usage at 0.673
* Cells after DPL at 2676
* Detailed Routing Iterations Pass 1 at 8
* Cell depth of the worst hold path at 3
* Global-route wire length before repair at 107 mm
[tightest hold or removal path, stage by stage]
cell and delay [ns]:
clkdlybuf4s50_1 0.39, nor2b_1 0.12, clkdlybuf4s50_1 0.38
[cells by family (layout without fill, tap and decap cells)]
family	after synthesis	count (layout)	synth area share
AND-OR/OR-AND	714	714	0.326
XOR/XNOR	73	73	0.0433
adder cells (fa/ha/maj)	130	130	0.112
buffers and inverters	306	466	0.0889
latches	64	64	0.0650
multiplexers	140	140	0.145
AND/OR/NAND/NOR	705	705	0.221
[synth_stat cells (8+ instances only)]
master / instances
nor2_1: 279
a21oi_1: 201
nand2_1: 157
o21ai_0: 139
ha_1: 127
inv_1: 119
clkbuf_1: 111
nor3_1: 89
dlxtn_1: 64
xnor2_1: 57
mux4_2: 55
a211oi_1: 43
mux2i_1: 43
mux2_2: 42
a21o_1: 37
nand3_1: 36
buf_1: 26
a222oi_1: 24
o211ai_1: 23
buf_2: 21
nor2b_1: 21
o31ai_1: 21
o21a_1: 20
a31oi_1: 19
nor4_1: 19
o22ai_1: 16
xor2_1: 16
a21boi_0: 15
a221oi_1: 15
o21bai_1: 15
o221ai_1: 15
or3_1: 15
and3_1: 14
a22oi_1: 13
buf_6: 13
nand2b_1: 13
buf_4: 11
nand4_1: 11
a41oi_1: 8
o2111ai_1: 8
[per-layer routing]
metal,up-vias,wire length [um]
met4,4,3730
met3,260,11300
li1,8188,-
met5,-,58
met2,1584,29500
met1,8643,27600
[per-stage QoR]
step                setup WS (ns)  area, um2  power [mW]  hold WS (ns)
floorplan                   18.33      14800       0.155         14.50
global placement            17.05      17700       0.231         15.34
detailed placement          17.01      17700       0.232         15.34
CTS                         17.00      17700       0.234         15.34
global route                16.70      17700       0.257         15.36
finish                      16.86      17700       0.243         15.34
[how the worst max path moves through the flow]
| stage | endpoint | slack [ns] | cells past startpoint |
|---|---|---|---|
| 4_1_cts | wdata_o[26] | 17.00 | 13 |
| 5_1_grt | branch_taken_o | 16.70 | 13 |
| 6_report | branch_taken_o | 16.86 | 13 |
[area by class of cell]
cell class | instances | area (um2)
multi-input combinational | 1762 | 12500
fill | 2525 | 11200
timing repair buffer | 342 | 3250
sequential | 64 | 961
tap | 384 | 480
inverter | 124 | 465
[power breakdown]
group | internal, mW | switching (mW)
Clock | 0 | 0
Sequential | 0.00617 | 0.000488
Combinational | 0.0903 | 0.146
No activity file was given, so power comes from the tool's default toggle rates.
