==> ./config.mk <==
export PLATFORM = sky130hd
export DESIGN_NAME = regfile
export DESIGN_NICKNAME = regfile
export VERILOG_FILES = /design/flow/design.v
export SDC_FILE = /design/flow/constraint.sdc
export NUM_CORES = 4
export LEC_CHECK = 1
export CORE_UTILIZATION = 50
==> ./constraint.sdc <==
current_design regfile

set clk_period 1.0
set clk_io_pct 0.2

create_clock -name clk0 -period $clk_period [get_ports {clk}]

set non_clock_inputs [all_inputs -no_clocks]
set_input_delay [expr $clk_period * $clk_io_pct] -clock clk0 $non_clock_inputs
set_output_delay [expr $clk_period * $clk_io_pct] -clock clk0 [all_outputs]
==> ./design.v <==
module regfile(
	input 					clk,
	input 					rst,
	input [4:0]		rd_addr_0,
	input [4:0]		rd_addr_1,
	input 					re_0,
	input 					re_1,
	output reg [31:0]	rd_data_0,
	output reg [31:0]	rd_data_1,
	input 					we,
	input [4:0]		wr_addr,
	input [31:0]			wr_data
);
	reg [31:0]			gpr[0:32-1];
	integer					i;
	always @(*) begin
		if (rst == 1'b1) begin
			rd_data_0 <= 32'h00000000;
			rd_data_1 <= 32'h00000000;
		end else begin
			if (re_0 == 1'b1) begin
				rd_data_0 <= (we && wr_addr == rd_addr_0) ? wr_data : gpr[rd_addr_0];	
			end
			if (re_1 == 1'b1) begin
				rd_data_1 <= (we && wr_addr == rd_addr_1) ? wr_data : gpr[rd_addr_1];
			end
		end
	end
	always @(posedge clk or posedge rst) begin
		if (rst == 1'b1) begin
			for (i = 0; i < 32; i = i + 1) begin 
				gpr[i] <= #1 32'h00000000;
			end
		end else begin
			if (we && wr_addr) begin
				gpr[wr_addr] <= #1 wr_data;
			end
		end
	end
endmodule
==> ./run.sh <==
#!/bin/bash
# OpenROAD 26Q1-2900-gdf79404cd8, Yosys 0.63+post, stock flow scripts
make -C /OpenROAD-flow-scripts/flow DESIGN_CONFIG=/design/flow/config.mk WORK_HOME=/design/flow/orfs finish
==> results_dict.tcl <==
# collected from the flow reports
set metrics [dict create \
    outcome "finished, violations left" \
    violations "negative setup slack" \
    fp_util_pct 50.5 \
    grt_pass1_wl_um 424000 \
    cp_cell_sequence "buf_6 > buf_6 > nand2b_4 > buf_4 > nor3_2 > buf_4 > nand2_4 > clkbuf_16 > mux2_2" \
    synth_area_leader_cell "dfrtp_1" \
    endpoint "gpr[1][0]" \
    ys.flops 1088 \
    rsz0062_at_grt "true" \
    grt_pass1_vias 48682 \
    finalWorstSetupSlack_ps -103 \
    reg2reg_from "gpr[3][16]" \
    cts_root_buffer "clkbuf_16" \
    p_int_mw 86.3 \
    post_route_cells_drive_above_1_share_pct 37.5 \
    fmax_mhz 906 \
    clk_path_buf_depth 3 \
    synthAdderAreaFrac_pct 0 \
    warning_count 30 \
    crit_fanout 8 \
    tritoncts "yes" \
    vias 52592 \
    crit_cells 9 \
    antenna_found_initial 40 \
    chip_area_um2 110000 \
    synth.area.top_cells "dfrtp_1 47%, mux2_2 21%, a22oi_1 8.7%, and3_1 4.2%, clkbuf_1 2.0%" \
    path_class "primary input to register" \
    end_kind "register" \
    r2r_end "gpr[3][16]" \
    finalHoldViolCount 0 \
    yosys_cells 4715 \
    p_total_mw 122 \
    tightest_slew_ps 1240 \
    path_clk_slew_ps 60 \
    yosys-stat-area_um2 54100 \
    chipWidth_um 331 \
    dp_hpwl_um 186000 \
    yosysWarnings 2 \
    io_buffer_count 115 \
    min_path_type "primary input to async pin" \
    async_reset_ff_share_pct 94.1 \
    synthesis.area_um2 54100 \
    grt_use_total_pct 60.8 \
    crit_required_ps 1610 \
    top_cell "dfrtp_1" \
    peakVddDrop_uv 1630 \
    gp_congestion 1.07 \
    postSynthCellCount 4715 \
    fp.coreArea_um2 107000 \
    cts_inserted_buffers 112 \
    finalClockSkew_ps 0 \
    edf_count 0 \
    routed_via_density 8.03 \
    pin_count 116 \
    logic_family "multiplexers" \
    rr_worst_depth 1 \
    synth.area.mux_share_pct 21.0 \
    ant_nets 0 \
    insertion_delay_ps 730 \
    pwr-share-comb_pct 16.1 \
    pre_cts_slack_ps -1380 \
    dr.pass1.iters 9 \
    critical_path.startpoint "we" \
    ys_top_cells_by_count "1,024 x dfrtp_1, 997 x mux2_2, 627 x a22oi_1" \
    cp_top_family "buffers and inverters" \
    arrival_ps 1720 \
    top_area_share_pct 47.4 \
    setup_viol 210 \
    cp_num_buf_inv 5 \
    maxCapViolations 0 \
    ys_sh_simple_pct 11.2 \
    netlist-cell-type-count 78 \
    min_period_ps 1100 \
    drc_errors 0 \
    p_seq_share_pct 46.7 \
    htreeDepth 3 \
    rows 120 \
    slowest_delay_ps 350 \
    rrSetupSlack_ps 140 \
    syn_area_per_cell_um2 11.5 \
    synthXorXnorAreaFrac_pct 0.162 \
    grt_max_degree 51 \
    slew_violations 0 \
    drt-initial-drc-count 7174 \
    area_delta_synth_final_pct 25.9 \
    p_switching_mw 35.6 \
    overflow 0 \
    untimed_endpoints 128 \
    die_y_um 331 \
    ys_sh_aoi_pct 14.3 \
    finalClockPeriodUsage_pct 110 \
    routedWlPerCell_um 49.1 \
    p_per_area_nw_per_um2 1790 \
    p_leak_nw 30.7 \
    synth-main-ff-cell "dfrtp_1" \
    clkPwrFrac_pct 37.2 \
    switching_share_pct 29.2 \
    relSlewSlack_pct 16.5 \
    unclocked_regs 64 \
    drt_wl_total_um 321000 \
    start_kind "primary input" \
    cp_slowest_cell "mux2_2" \
]
timing repair:
action / CTS / global route
pin swaps: 15 / 19
hold buffers: 2 / 0
buffers inserted: 53 / 9
endpoints found under the hold margin: 4 / 0
setup endpoints to repair: 992 / 862
gates cloned: 31 / 10
resized: 229 / 135
area by class of cell:
type / instances / area (um^2)
fillers: 8154 / 39100
multi-input cells: 3111 / 27100
inverters: 8 / 33.8
repair buffers: 631 / 8400
diodes: 94 / 235
clock inverters: 57 / 671
flip-flops and latches: 1088 / 26600
well taps: 1403 / 1760
clock buffers: 154 / 3330
stage by stage:
stage | hold slack [ps] | instance area, um^2 | TNS [ps] | cells | utilization [%]
after floorplan | 348 | 54700 | - | 4715 | -
after global placement | 375 | 60900 | -1399330 | 6143 | 56.8
after detailed placement | 380 | 60900 | -1393220 | 6143 | 56.8
after CTS | 73.3 | 67100 | -19270 | 6439 | 62.6
after global routing | 107 | 67900 | -5820 | 6468 | 63.3
final | 83.0 | 68100 | -6460 | 6546 | 63.5
cell usage in the layout, fill, tap and decap left out, types with 11 or more instances in the layout:
| cell type | instances |
|---|---|
| nor2_1 | 24 |
| a22oi_1 | 627 |
| mux2i_1 | 11 |
| a32oi_1 | 22 |
| nand3_1 | 110 |
| clkbuf_16 | 127 |
| a2111oi_2 | 15 |
| clkbuf_1 | 11 |
| o21ai_0 | 78 |
| buf_16 | 38 |
| mux2_4 | 267 |
| o21ai_1 | 51 |
| nand4_1 | 141 |
| a221oi_1 | 17 |
| clkdlybuf4s50_1 | 99 |
| a22o_1 | 13 |
| dfrtp_1 | 1024 |
| clkbuf_8 | 26 |
| mux2_2 | 730 |
| a2111oi_0 | 98 |
| nor4_1 | 55 |
| a21oi_1 | 34 |
| dlxtn_1 | 64 |
| diode_2 | 94 |
| nor2_4 | 76 |
| nor3_1 | 17 |
| buf_4 | 241 |
| bufinv_16 | 14 |
| and3_1 | 364 |
| nand2_1 | 142 |
| clkinv_2 | 31 |
| buf_6 | 42 |
| buf_12 | 177 |
logic make-up (layout without fill, tap and decap cells):
group                     count (synthesis)  after routing
latches                                  64             64
DFF                                    1024           1024
and+or+nand+nor                        1061           1061
muxes                                  1008           1008
other                                     0             94
buffers and inverters                   516            850
xor gates and xnor gates                 10             10
AOI/OAI and AO/OA                      1032           1032
flip-flops by register name, indices dropped and copies added, names as in the netlist:
| signal | flops |
|---|---|
| gpr | 1024 |
| rd_data_0 | 32 |
| rd_data_1 | 32 |
tightest hold or removal path, cell delays in order:
cell             delay [ps]
clkdlybuf4s50_1         460
clkinvlp_4              140
buf_12                  180
buf_12                  160
how the worst min path moves through the flow:
stage,cells past startpoint,end,start,slack (ps)
finish,4,gpr[21][30],rst,80
global route,4,gpr[21][30],rst,110
CTS,4,gpr[21][30],rst,70
per-layer routing:
layer	share of wire (%)	global-route usage, %	routed length (um)	vias to the layer above
li1	-	-	-	18694
met1	33	72.2	106000	25887
met2	37	72.9	119000	5803
met3	19	48.2	61600	2139
met4	10	42.8	33200	69
met5	0.63	9.65	2020	-
power groups by stage:
stage	combinational, mW	clock [mW]	sequential, mW
CTS	18.4	45.2	56.3
global route	20.3	46.6	57.5
finish	19.7	45.4	56.9
Power figures rest on the tool's default switching activity, not on a simulated workload.
